==> flow/design.v <==
module compute #(
    parameter FILTER_IN_BITS = 16,
    parameter FILTER_OUT_BITS = 16,
    parameter NUMBER_OF_TAPS = 64,
    parameter COEFF_BITS = 16,
    parameter COEFF_FRAC_BITS = 16
) (
    input clk,
    input rst,
    input clk_enable,
    input signed [FILTER_IN_BITS-1:0] delay_filter_in,   
    input signed [COEFF_BITS-1:0] coeff,   
    input phase_min,   
    output reg signed [FILTER_OUT_BITS-1:0] filter_out   
);
  localparam PRODUCT_BITS = FILTER_IN_BITS + FILTER_OUT_BITS;
  wire signed [PRODUCT_BITS-1:0] product = delay_filter_in * coeff;
  wire signed [PRODUCT_BITS-1+2:0] sign_extended_product = $signed(
      {
        {2{product[PRODUCT_BITS-1]}},   
        product
      }
  );
  reg signed [PRODUCT_BITS-1+2:0] acc_out;
  wire signed [PRODUCT_BITS-1+2:0] next_value_to_add = acc_out;
  wire signed [PRODUCT_BITS-1+3:0] add_temp = sign_extended_product + next_value_to_add;
  wire signed [PRODUCT_BITS-1+2:0] acc_sum = add_temp[PRODUCT_BITS-1+2:0];   
  wire signed [PRODUCT_BITS-1+2:0] acc_in = phase_min ? sign_extended_product : acc_sum;
  reg signed [PRODUCT_BITS-1+2:0] acc_final;
  always @(posedge clk, posedge rst) begin : update_acc_out
    if (rst) acc_out <= 0;
    else if (clk_enable) acc_out <= acc_in;
  end
  always @(posedge clk, posedge rst) begin
    if (rst) acc_final <= 0;
    else if (phase_min) acc_final <= acc_out;
  end
  localparam ACC_FINAL_BITS = PRODUCT_BITS + 2;   
  localparam ACC_FINAL_SIGN_BIT = ACC_FINAL_BITS - 1;   
  localparam ACC_FINAL_CHECK_BIT_HIGH = ACC_FINAL_SIGN_BIT - 1;  
  localparam ACC_FINAL_CHECK_BIT_LOW = COEFF_FRAC_BITS + FILTER_OUT_BITS;  
  localparam ACC_FINAL_CHECK_BITS = ACC_FINAL_CHECK_BIT_HIGH - ACC_FINAL_CHECK_BIT_LOW + 1;  
  localparam ACC_FINAL_CONVERTED_HIGH_BIT = COEFF_FRAC_BITS + FILTER_OUT_BITS - 1;
  localparam ACC_FINAL_CONVERTED_LOW_BIT = COEFF_FRAC_BITS;
  wire acc_final_sign_bit = acc_final[ACC_FINAL_SIGN_BIT];
  wire is_positive_overflow = (   
  (acc_final_sign_bit == 0) &&   
  (acc_final[ACC_FINAL_CHECK_BIT_HIGH:ACC_FINAL_CHECK_BIT_LOW] != {ACC_FINAL_CHECK_BITS{1'b0}})   
  );
  wire is_negative_overflow = (   
  (acc_final_sign_bit == 1) &&   
  (acc_final[ACC_FINAL_CHECK_BIT_HIGH:ACC_FINAL_CHECK_BIT_LOW] != {ACC_FINAL_CHECK_BITS{1'b1}})   
  );
  wire [FILTER_OUT_BITS-1:0] positive_overflow_filter_out = {1'b0, {(FILTER_OUT_BITS - 1) {1'b1}}};
  wire [FILTER_OUT_BITS-1:0] negative_overflow_filter_out = {1'b1, {(FILTER_OUT_BITS - 1) {1'b0}}};
  wire [FILTER_OUT_BITS-1:0] rounded_filter_out = acc_final[ACC_FINAL_CONVERTED_HIGH_BIT:ACC_FINAL_CONVERTED_LOW_BIT];
  always_comb begin : rounding_and_overflow_handling
    if (is_positive_overflow) filter_out = positive_overflow_filter_out;
    else if (is_negative_overflow) filter_out = negative_overflow_filter_out;
    else filter_out = rounded_filter_out;
  end
endmodule
==> flow/run.sh <==
#!/bin/bash
# OpenROAD 26Q1-2900-gdf79404cd8, Yosys 0.63+post, stock flow scripts
make -C /OpenROAD-flow-scripts/flow DESIGN_CONFIG=/design/flow/config.mk WORK_HOME=/design/flow/orfs finish
==> flow/config.mk <==
export PLATFORM = sky130hd
export DESIGN_NAME = compute
export DESIGN_NICKNAME = compute
export VERILOG_FILES = /design/flow/design.v
export SDC_FILE = /design/flow/constraint.sdc
export NUM_CORES = 4
export LEC_CHECK = 1
export CORE_UTILIZATION = 50
==> flow/constraint.sdc <==
current_design compute

set clk_period 20.2
set clk_io_pct 0.2

create_clock -name clk0 -period $clk_period [get_ports {clk}]

set non_clock_inputs [all_inputs -no_clocks]
set_input_delay [expr $clk_period * $clk_io_pct] -clock clk0 $non_clock_inputs
set_output_delay [expr $clk_period * $clk_io_pct] -clock clk0 [all_outputs]
==> flow.log <==
[flow] summary of implementation run
INFO  metric clock-root-buffer = sky130_fd_sc_hd__clkbuf_16
INFO  metric timing.fmax = around 81 MHz
INFO  metric grt_first_pass_wirelength = 49.8 mm
INFO  metric chip_area = 28200 µm²
INFO  metric dieWidth = about 170 µm
INFO  metric run_status = complete, no violations
INFO  metric yosysUniqueCellTypes = around 65
INFO  metric netlist_area_pre_place = 13800 µm²
INFO  metric finalCritPeriodShare = 0.614
INFO  metric proportion_of_layout_cells_with_a_drive_suffix_above_1 = 0.0296
INFO  metric clk_latency = 0.30 ns
INFO  metric max-clock-path-buffers = 2
INFO  metric vias_per_cell = between 5 and 6
INFO  metric cell_family_with_the_largest_share_of_critical_path_delay = adder cells
INFO  metric cp_num_buf_inv = 2
INFO  metric worst_setup_hold_path_clk_slew = around 0.080 ns
INFO  metric setup_violations = 0
INFO  metric synth-edff-count = 0
INFO  metric via_count_of_the_first_global_routing_pass = around 10000
INFO  metric critical_path.most_common_cell = sky130_fd_sc_hd__fa_1
INFO  metric ys_seq_share = 0.0946
INFO  metric cts_hold_buf = 0
INFO  metric layout_setup_ws = slightly below 8 ns
INFO  metric timing.critical_path.depth = 28
INFO  metric wirelength = between 20 and 30 mm
INFO  metric gp_routability_congestion = a little over 0.9
INFO  metric cts_resized = 0
INFO  metric final_hold_viol_count = 0
INFO  metric reg2regPathDepth = 11
INFO  metric final.min_clock_period = around 12 ns
INFO  metric cp_data_required_time = roughly 20 ns
INFO  metric vertical_die_dimension = approximately 170 µm
INFO  metric grt_use_met2 = 0.396
INFO  metric r2r_setup_slack = 16.93 ns
INFO  metric hold_class = reg2reg
INFO  metric crit_end = acc_out[31]
INFO  metric ys_top_cells_by_area = sky130_fd_sc_hd__fa_1 (38%), sky130_fd_sc_hd__ha_1 (11%), sky130_fd_sc_hd__dfrtp_1 (9.5%)
INFO  metric syn_inst = between 1500 and 2000
INFO  metric timing.critical_path.arrival = approximately 13 ns
INFO  metric slowest_stage = sky130_fd_sc_hd__clkdlybuf4s50_1
INFO  metric dp_hpwl = 23.8 mm
INFO  metric routedWlPerCell = between 15 and 20 µm
INFO  metric worstSetupPathType = in2reg
INFO  metric synthArstFlopShare = 1.00
INFO  metric ant_nets = 0
INFO  metric synth_stat.cells = ~1500
INFO  metric remaining_drc_errors = 0
INFO  metric yosys_most_used_dff = sky130_fd_sc_hd__dfrtp_1
INFO  metric final_design_area_no_fill = approximately 15000 µm²
INFO  metric initial_utilization = 0.510
INFO  metric grt_use_met1 = 0.359
INFO  metric reg2reg_to = acc_out[28]
INFO  metric critical_path_startpoint_category = primary input
INFO  metric minimum_hold_slack = roughly 0.49 ns
INFO  metric worstSetupEndpointType = flop
INFO  metric top_area_cell = sky130_fd_sc_hd__fa_1
INFO  metric unrepaired_setup_endpoints_after_global_routing = no
INFO  metric synth.cells.most_frequent = sky130_fd_sc_hd__inv_1 (304), sky130_fd_sc_hd__fa_1 (263), sky130_fd_sc_hd__nand2_1 (154)
INFO  metric dr.first_iter.drc_count = between 300 and 400
INFO  metric rows = approximately 60
INFO  metric yosys.area.top_type_share = 0.383
INFO  metric avgSynthCellArea = a little under 9 µm²
INFO  metric cts_tree = done
INFO  metric port-buffer-count = just over 50
INFO  metric max_slew.worst_pin.slew = between 0.8 and 0.9 ns
INFO  metric grt-busiest-layer = met2
INFO  metric grt.overflow.total = 0
INFO  metric relSlewSlack = 0.439
INFO  metric setup_fix_bufs_post_cts = 0
INFO  metric timing.critical_path.from = delay_filter_in[10]
INFO  metric design.core.area = between 20000 and 30000 µm²
INFO  metric vias = about 10000
INFO  metric synth-area-yosys = 13800 µm²
INFO  metric final_util = 0.545
INFO  metric numClockSinks = between 50 and 60
INFO  metric synthMostInstantiatedCell = sky130_fd_sc_hd__inv_1
INFO  metric setup_tns = 0 ns
INFO  metric cp_slowest_stage_delay = 0.97 ns
INFO  metric grtUsageTotal = 0.236
INFO  metric grt_start_max_net_pins = 60
INFO  metric timing.final.max_slew_violations = 0
INFO  metric drv.max_cap_violation_count = 0
INFO  metric synth_warnings = 1
INFO  metric number_of_warnings_the_tools_reported = 26
INFO  metric area_added_between_synthesis_and_finish = 6.73%
INFO  metric placed_cell_area = 14500 µm²
INFO  metric cts_max_level = 2
INFO  metric grt_antenna_before_repair = 0
INFO  metric critical_path.reg2reg.startpoint = acc_out[0]
INFO  metric met3_usage = 0.0390
INFO  metric synth-seq-cells = 52
INFO  metric post-place-ws = roughly 7.6 ns
INFO  metric drt_first_pass_iters = 5
INFO  metric num_antenna_cells = 0
INFO  metric clock_skews = approximately 0.0045 ns
INFO  metric floorplan.io_pins = about 52
INFO  metric crit_path_max_fanout = 16
INFO  metric cts_buffers = 5
-- logic make-up (layout without fill, tap and decap cells) --
kind of cell,count (synthesis),after routing,synth area share
XOR/XNOR,56,56,0.0357
buffers and inverters,355,368,0.0970
AND/OR/NAND/NOR,460,460,0.160
flip-flops,52,52,0.0946
AND-OR/OR-AND,213,213,0.103
multiplexers,26,26,0.0207
adder cells (fa/ha/maj),380,380,0.489
-- layout make-up --
cell class | count | area [µm²]
fill | 2440 | 12300
multi-input combinational | 1135 | 11100
sequential | 52 | 1300
inverter | 304 | 1140
timing repair buffer | 56 | 538
tap | 341 | 427
clock buffer | 5 | 125
clock inverter | 3 | 28.8
-- worst min path at each step --
| stage | to | cells after the start | startpoint | slack [ns] |
|---|---|---|---|---|
| final | acc_out[3] | 1 | acc_out[3] | 0.49 |
| after global routing | acc_out[3] | 1 | acc_out[3] | 0.52 |
| after CTS | acc_out[3] | 1 | acc_out[3] | 0.50 |
-- stage by stage --
| stage | std cells |
|---|---|
| 2_1_floorplan | 1542 |
| 3_3_place_gp | 1888 |
| 3_5_place_dp | 1888 |
| 4_1_cts | 1896 |
| 5_1_grt | 1896 |
| 6_report | 1896 |
-- worst reg2reg max path, cell delays in order, from the launching register on --
cell,delay (ns)
sky130_fd_sc_hd__dfrtp_1,0.38
sky130_fd_sc_hd__ha_1,0.25
sky130_fd_sc_hd__fa_1,0.46
sky130_fd_sc_hd__a211oi_1,0.36
sky130_fd_sc_hd__o21ai_1,0.15
sky130_fd_sc_hd__and4_1,0.19
sky130_fd_sc_hd__o21ai_1,0.34
sky130_fd_sc_hd__o31ai_2,0.19
sky130_fd_sc_hd__a211o_1,0.28
sky130_fd_sc_hd__a21oi_1,0.17
sky130_fd_sc_hd__xnor2_1,0.08
sky130_fd_sc_hd__a221o_1,0.31
-- sequential cells by signal (all words and copies together), names as in the netlist --
register and cells:
acc_out 34, acc_final 18
-- layer usage --
metal  vias up  routed length (µm)
met5         -                   0
met4         0                 172
met3        14                1160
met2       156               14900
met1      5016               12800
li1       4836                   -
-- placed cells by master, fill, tap and decap left out, types with 5 or more instances in the layout --
master                              n
sky130_fd_sc_hd__o21ai_0           24
sky130_fd_sc_hd__nor3_1            12
sky130_fd_sc_hd__o21a_1            13
sky130_fd_sc_hd__clkbuf_16          5
sky130_fd_sc_hd__o21ai_1           14
sky130_fd_sc_hd__nand2b_1          16
sky130_fd_sc_hd__fa_1             263
sky130_fd_sc_hd__mux2_2            19
sky130_fd_sc_hd__buf_4              5
sky130_fd_sc_hd__clkdlybuf4s50_1   49
sky130_fd_sc_hd__nand4_1            8
sky130_fd_sc_hd__o21bai_1           7
sky130_fd_sc_hd__mux2i_1            7
sky130_fd_sc_hd__nor2b_1            6
sky130_fd_sc_hd__inv_1            303
sky130_fd_sc_hd__a31oi_1            7
sky130_fd_sc_hd__and2_1           118
sky130_fd_sc_hd__nor2_1           113
sky130_fd_sc_hd__nand3_1            8
sky130_fd_sc_hd__nand2_1          154
sky130_fd_sc_hd__a211oi_1           8
sky130_fd_sc_hd__xnor2_1           37
sky130_fd_sc_hd__a21oi_1           74
sky130_fd_sc_hd__and3_1             8
sky130_fd_sc_hd__dfrtp_1           52
sky130_fd_sc_hd__a21o_1            25
sky130_fd_sc_hd__or3_1              5
sky130_fd_sc_hd__a221o_1            7
sky130_fd_sc_hd__xor2_1            19
sky130_fd_sc_hd__ha_1             116
