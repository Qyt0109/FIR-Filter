<file path="flow/config.mk">
export PLATFORM = sky130hd
export DESIGN_NAME = counter
export DESIGN_NICKNAME = counter
export VERILOG_FILES = /design/flow/design.v
export SDC_FILE = /design/flow/constraint.sdc
export NUM_CORES = 4
export LEC_CHECK = 1
export CORE_AREA = 10 10 70 70
export DIE_AREA = 0 0 80 80
</file>
<file path="flow/constraint.sdc">
current_design counter

set clk_period 1.9
set clk_io_pct 0.2

create_clock -name clk0 -period $clk_period [get_ports {clk}]

set non_clock_inputs [all_inputs -no_clocks]
set_input_delay [expr $clk_period * $clk_io_pct] -clock clk0 $non_clock_inputs
set_output_delay [expr $clk_period * $clk_io_pct] -clock clk0 [all_outputs]
</file>
<file path="flow/design.v">
module counter #(
    parameter NUMBER_OF_TAPS = 64
) (
    input clk,
    input rst,
    input clk_enable,   
    output reg [COUNTER_BITS-1:0] current_count,   
    output phase_min
);
  localparam COUNTER_BITS = $clog2(NUMBER_OF_TAPS);
  localparam COUNTER_MIN = 0;
  localparam COUNTER_MAX = NUMBER_OF_TAPS - 1;
  always @(posedge clk, posedge rst) begin : count_process
    if (rst) begin
      current_count <= COUNTER_MIN;
    end else begin
      if (clk_enable) begin
        if (current_count == COUNTER_MAX) begin
          current_count <= COUNTER_MIN;
        end else begin
          current_count = current_count + 1;
        end
      end
    end
  end
  assign phase_min = (clk_enable && (current_count == COUNTER_MIN));
endmodule
</file>
<file path="flow/run.sh">
#!/bin/bash
# OpenROAD 26Q1-2900-gdf79404cd8, Yosys 0.63+post, stock flow scripts
make -C /OpenROAD-flow-scripts/flow DESIGN_CONFIG=/design/flow/config.mk WORK_HOME=/design/flow/orfs finish
</file>
==> metrics.log <==
[metrics] run summary
[metrics] TritonCTS Buffers: 3
[metrics] Setup Viol. Count Final: 2
[metrics] number of maximum-capacitance violations: 0
[metrics] data required time of the critical path: ~2.0 ns
[metrics] Worst Setup Path Type: reg2reg
[metrics] top cells by area in the synthesized netlist: dfrtp_1 (48%), xnor2_1 (8.4%), ha_1 (8.0%)
[metrics] Max rail drop VDD: between 0.7 and 0.8 mV
[metrics] Fin Hold WS: 0.3591 ns
[metrics] Min Clock Period, post-route: 1.987 ns
[metrics] Clock Path Buffers: 2
[metrics] first-pass GRT wire length: 1697 µm
[metrics] outcome: finished with violations
[metrics] most prevalent standard cell on the critical path: buf_4
[metrics] Synth Area in Adders: 7.968%
[metrics] number of hold-slack violations in the final timing report: 0
[metrics] crit path max-delay cell type: dfrtp_1
[metrics] synthesized area divided by synthesized cell count: ~10 µm²
[metrics] vias per inst: ~3.3
[metrics] P&R area growth vs syn: 105.2%
[metrics] Max Fanout on Critical Path: 2
[metrics] number of warnings the tools reported: 28
[metrics] sum of overflow across all layers after global routing: 0
[metrics] initial antenna violation count: 0
[metrics] Setup WS post-layout: -0.08729 ns
[metrics] worst endpoint data arrival time: 2.13 ns
[metrics] H-tree Lvls: 1
[metrics] Mapped Cells: 31
[metrics] DR iter-0 viols: 16
[metrics] root cell of the clock tree: clkbuf_4
[metrics] antenna diode instance count: 0
[metrics] static power due to leakage: ~0.28 nW
[metrics] sequential share of the synthesized area: 47.81%
[metrics] placement-stage cell area: 509.2 µm²
[metrics] Min-Delay Path Class: in2async
[metrics] number of global-route vias before repair: 379
[metrics] Slew Limit Headroom: 84.06%
[metrics] Sink Count: 6
[metrics] drt first pass iters: 4
[metrics] crit-path max cell delay: 0.36 ns
[metrics] simple-gate share of the synthesized area: 20.32%
[metrics] pin count of the biggest net entering global routing: 8
[metrics] maximum achievable frequency: between 500 and 600 MHz
[metrics] DRC errors left: 0
[metrics] Layout Cell Area excl Fill: 644.4 µm²
[metrics] Avg WL per Cell: 9.757 µm
[metrics] sequence of cells on the critical path: inv_2 > buf_4 > buf_4 > buf_4 > buf_4 > buf_4 > buf_4 > buf_4 > buf_4 > buf_4 > buf_6 > o41ai_2
[metrics] area share, top type: 47.81%
[metrics] GRT Overall Usage: 3.259%
[metrics] worst clock skew on the final layout: 0.004048 ns
[metrics] cell count listed in synth_stat.txt: 31
[metrics] synthesis-stage register bit count: 6
[metrics] count of input and output buffers: 9
[metrics] post-synthesis compound-gate area fraction: roughly 7.6%
[metrics] critical path depth: 12
[metrics] kind of cell with the highest combined delay on the critical path: buffers and inverters
[metrics] worst slack at placement: -0.1581 ns
[metrics] Netlist cell types: 14
[metrics] Top cell excl fill/tap: buf_4
[metrics] ratio of cells with drive above 1 in the final layout: 47.54%
[metrics] detailed-route via count: 349
[metrics] Setup crit end kind: flop
[metrics] summed standard-cell area reported by yosys: roughly 310 µm²
[metrics] clock tree from TritonCTS: built
[metrics] Dominant combinational family: simple AND/OR/NAND/NOR gates
[metrics] Die X-Extent: 80 µm
[metrics] xor/xnor share: 11.16%
[metrics] MUX share of area: 0%
[metrics] floorplan core density: 9.194%
[metrics] power per standard cell area: 1581 nW/µm²
[metrics] cts hold-fix bufs: 0
[metrics] Largest regs: current_count x6
[metrics] measured slew at the worst slew-check pin: between 0.2 and 0.25 ns
[metrics] full die area: 6400 µm²
[metrics] Register-to-Register Path Depth: 12
[metrics] Most flops, register: current_count
[metrics] clk slew on worst S/H paths: 0.05 ns
[metrics] half-perimeter wire length after detailed placement: 646.1 µm
[metrics] most frequent cells in the layout: buf_4 (18), clkdlybuf4s50_1 (8), dfrtp_1 (6)
[metrics] cycle use final: 104.6%
[metrics] netlist area before placement: between 300 and 400 µm²
[metrics] weighted congestion reported at the end of routability-driven placement: around 0.79
[metrics] final wirelength: about 1000 µm
[metrics] number of flip-flops under the largest register name: 6
[metrics] cell taking the most area after synthesis: dfrtp_1
[metrics] Setup crit start kind: flop
[metrics] total buffers and inverters traversed by the critical path: 11
[metrics] Clock Latency Late Sink: 0.24 ns
[metrics] top-level I/O count: 10
[metrics] placeable core region: 3416 µm²
[metrics] remaining number of nets flagged by the antenna check after routing: 0
[metrics] number of rows in the core area: 21
[metrics] Slew Viols, Final: 0
[metrics] number of synthesis warnings: 1
[metrics] RSZ-0062 raised after global routing: yes
[metrics] DIE HEIGHT: about 80 µm
[metrics] failing checks: negative setup slack
[cells by family after synthesis]
kind of cell,count (synthesis)
AND/OR/NAND/NOR,11
flip-flops,6
AND-OR/OR-AND,4
XOR/XNOR,4
buffers and inverters,4
adder cells (fa/ha/maj),2
[area by class of cell]
| cell class | count | area, µm² |
|---|---|---|
| repair buffers | 28 | 231.5 |
| clock buffers | 3 | 22.52 |
| inverters | 3 | 11.26 |
| flip-flops and latches | 6 | 150.1 |
| well taps | 46 | 57.56 |
| multi-input cells | 21 | 171.4 |
| fillers | 385 | 2771 |
[layer usage]
layer  track usage, %  wire (µm)  share of wire (%)
met2            4.494        461                 44
met4            1.056         17                1.6
met1            4.453        479                 46
met3            1.364         86                8.2
met5                0          0                  0
[report_power, final]
part,switching [mW],internal [mW],leakage [nW]
sequential,0.0513,0.191,0.0731
clock,0.0465,0.0715,0.0138
combinational,0.231,0.428,0.195
total,0.329,0.690,0.282
[metrics by stage]
step                 TNS, ns  cells  util, %  power (mW)
finish               -0.1122    107    18.86       1.019
global route         -0.2750    107    18.86       1.095
CTS                 -0.04975    106    18.64      0.9847
detailed placement   -0.1581     92    14.91      0.6546
global placement     -0.1364     92    14.91      0.6506
floorplan                  0     31        -      0.3836
[Yosys cell counts]
cell type / n
nor3b_2: 1
inv_1: 3
xor2_1: 1
o41ai_1: 1
a21oi_1: 1
nand4_1: 3
o21ai_0: 2
dfrtp_1: 6
buf_2: 1
or4b_1: 1
nor2_1: 3
xnor2_1: 3
nand2_1: 3
ha_1: 2
[path summary, 6_finish.rpt]
kind,startpoint,slack [ns],endpoint
worst min-delay path,rst,0.36,current_count[2]
max in group asynchronous,rst,1.34,current_count[3]
worst max-delay path,current_count[1],-0.09,current_count[5]
min in group clk0,current_count[5],0.57,current_count[5]
worst min register to register,current_count[5],0.57,current_count[5]
worst max register to register,current_count[1],-0.09,current_count[5]
[timing repair]
action | CTS | global route
pin swaps | 3 | 2
hold endpoints to repair | 0 | 0
buffers inserted | 11 | 1
resized | 10 | 0
endpoints found under the setup margin | 1 | 3
Power figures rest on the tool's default switching activity, not on a simulated workload.
